[design/flow/run.sh]
#!/bin/bash
# OpenROAD 26Q1-2900-gdf79404cd8, Yosys 0.63+post, stock flow scripts
make -C /OpenROAD-flow-scripts/flow DESIGN_CONFIG=/design/flow/config.mk WORK_HOME=/design/flow/orfs finish
[design/flow/constraint.sdc]
current_design CLKGEN1M

set clk_period 2.5
set clk_io_pct 0.2

create_clock -name clk0 -period $clk_period [get_ports {CLK}]

set non_clock_inputs [all_inputs -no_clocks]
set_input_delay [expr $clk_period * $clk_io_pct] -clock clk0 $non_clock_inputs
set_output_delay [expr $clk_period * $clk_io_pct] -clock clk0 [all_outputs]
[design/flow/design.v]
module CLKGEN1M( 
                 CLK1M,
                 CLK, RSTN
                 );
   input CLK;
   input RSTN;
   output reg CLK1M;
   reg [14:0] CNT;
   reg [14:0] NEXT_CNT;
   reg [14:0] NEXT_CLK1M;
   always@(posedge CLK, negedge RSTN) begin
		  if(!RSTN)begin
		     CNT <= 15'd1;
		     CLK1M <= 1'b0;
		  end
		  else begin
		     CNT <= NEXT_CNT;
		     CLK1M <= NEXT_CLK1M;
		  end
   end
   always@(*) begin
		  NEXT_CNT = (CNT == 15'd25000) ? 15'd1 : CNT + 15'd1;
		  NEXT_CLK1M = (CNT == 15'd25000) ? ~CLK1M : CLK1M;
   end
endmodule
[design/flow/config.mk]
export PLATFORM = sky130hd
export DESIGN_NAME = CLKGEN1M
export DESIGN_NICKNAME = CLKGEN1M
export VERILOG_FILES = /design/flow/design.v
export SDC_FILE = /design/flow/constraint.sdc
export NUM_CORES = 4
export LEC_CHECK = 1
export CORE_AREA = 10 10 80 80
export DIE_AREA = 0 0 90 90
==> notes.md <==
Notes on the physical implementation.

- Buffers inserted during clock tree synthesis total 3.
- The number of antenna violations at the first check in global routing is 0, for reference.
- The type of element launching the critical path is a register, for reference.
- The pre-antenna-repair detailed-routing pass consisted of 4 iterations.
- The flow ran to the end, and the final reports show no timing, DRC or antenna violations.
- Clock-pin slew was measured on the worst setup and hold paths at about 0.06 ns.
- The detailed router placed 599 vias in this run.
- The fill cell instance count of the final layout is ~510, for reference.
- In the synthesized netlist, the number of instances is approximately 76.
- The synthesized netlist was found by Yosys to have about 76 cells.
- The part of the power in registers is 56.8%, for reference.
- The initial DRC count is 15, for reference.
- At the later pin of the worst-skew pair, clock insertion delay measures 0.24 ns.
- Once layout is complete, the cells apart from fillers number roughly 150.
- The number of nets with antenna violations after routing is 0, for reference.
- The number of clock sinks is 16, for reference.
- The sequential cell area fraction in the yosys report is 49.31%, for reference.
- The initialized floorplan defines 25 standard-cell rows.
- The initial utilization of the core area, before any placement, comes to 17.25%.
- In this run, synthesis produced a sequential element count of 16.
- In the synthesized netlist the async set-or-reset flop fraction comes to ~100%.
- At the worst endpoint, the required time is approximately 2.6 ns.
- The count of final max-slew check failures is 0, for reference.
- The total routed wire length on the met1 layer is about 730 um, for reference.
- Including well taps, the total number of placed cells is 144.
- The post-route clock skew is 0.003953 ns, for reference.
- The via count of the first global-routing pass came to between 500 and 600.
- After routing, the total negative slack on setup checks comes to 0 ns.
- The switching power as a share of total power is a little under a fifth, for reference.
- Post-CTS repair changed the size of 0 cells.
- The number of library cell types mapped by synthesis is 29, for reference.
- The maximum root-to-sink buffer count is 2, for reference.
- In this run the top signal layer used is met4.
- In this run the cell area of the synthesized design comes to roughly 810 um^2.
- The type of the setup path with the least slack is reg -> reg, for reference.
- Per the run report, area growth between synthesis and finish was 17.82%.
- Entering global routing, the biggest net connects 17 pins.
- The number of failing hold endpoints at the final stage is 0, for reference.
- The detailed router reported a total wirelength of around 1.5 mm.
- Setup repair after global routing left no endpoint under its margin.
- The maximum operating frequency is between 0.5 and 0.6 GHz, for reference.
- The cell type with the largest total area after synthesis is sky130_fd_sc_hd__dfrtp_1, for reference.
- The average cell area after synthesis is around 11 um^2, for reference.
- The count of buffers added on input and output ports is 2.
- The cell area after placement is 914.6 um^2, for reference.
- The floorplan step defined a die boundary enclosing about 8100 um^2.
- The detailed router reports a met3 wire length of 62 um.
- The amount of wire on met2 after detailed routing is about 660 um, for reference.
- The routed design shows a via density per instance of 4.047.
- The share of total power in combinational logic is 1.3%, for reference.
- The tool flagged a number of max-cap violations equal to 0.
- The final weighted congestion recorded by global placement is around 0.9.
- The width of the chip is 90 um, for reference.
- For this run the detailed placement stage logged an HPWL of roughly 1.0 mm.
- Once layout is complete, the utilization of the core stands at about a fifth.
- The count of flip-flops with a built-in enable after synthesis is 0, for reference.
- The core region is 4723 um^2.
- The power report puts the leakage power at about 0.4 nW.
- The total of endpoints with negative setup slack in the final report is 0, for reference.
- The stage logs contain a warning count of 26.
- The post-CTS setup-driven buffer insertion count is 0, for reference.
- The net switching power figure is ~83 uW, for reference.
- The total grt overflow is 0, for reference.
- The total internal power is 373.1 uW, for reference.
- The synthesized design devotes to its leading area cell type 46.08% of total area.
- By count the netlist is led by sky130_fd_sc_hd__dfrtp_1 (15), sky130_fd_sc_hd__a21oi_1 (5), sky130_fd_sc_hd__nand3_1 (5), sky130_fd_sc_hd__xor2_1 (5).
- The buffer cell driving the clock tree root is sky130_fd_sc_hd__clkbuf_8, for reference.
- The hold-fix buffer count after cts is 0, for reference.
- For this run, the leading register cell type out of synthesis is sky130_fd_sc_hd__dfrtp_1.
- The ratio of final minimum period to clock period is between 70 and 80%, for reference.
- Ranked by total cell area, the synthesized netlist is headed by sky130_fd_sc_hd__dfrtp_1 (46%), sky130_fd_sc_hd__xor2_1 (5.4%), sky130_fd_sc_hd__and4_1 (4.3%), sky130_fd_sc_hd__xnor2_1 (4.3%), sky130_fd_sc_hd__dfstp_2 (3.2%).
- The sum of internal, switching and leakage power is about 460 uW, for reference.
- STA classifies the critical path endpoint as a register.
- The share of power burned in the clock network is approximately two fifths, for reference.
- In the synthesis report, Yosys lists the chip area as between 800 and 900 um^2.
- Along the worst path, the maximum fanout reaches 10.
- The vertical die size is roughly 90 um, for reference.
- The path category of the worst min-delay check is reg -> reg, for reference.
- Global routing consumed, over all layers together, approximately 3.6% of the routing resources.
- The I/O pin total is 3, for reference.
- After detailed routing, the average wire length per cell comes to ~10 um.
- The worst-case max-slew headroom was logged as roughly 55%.
- Yosys instantiated no cell more often than sky130_fd_sc_hd__dfrtp_1.
- The Yosys warning count is 1, for reference.
- The worst path needs 1.924 ns of the cycle, external delays included.
- The clock tree from TritonCTS is yes, for reference.
- The fraction of final layout cells sized beyond drive strength 1 is 7.407%, for reference.
- The global-route wire length before repair is 2.601 mm, for reference.
- Dividing total power by cell area gives a power density of 475.5 nW/um^2.
- After routing the design area is between 900 and 1000 um^2.
- For the pin with the worst max-slew slack, the measured transition is approximately 0.67 ns.
- The signal arrival time at the worst endpoint is 2.05 ns, for reference.
- Per the power-grid run, VDD falls by no more than 0.0003185 V.
- The H-tree depth reported by CTS is 1, for reference.
- The DRC violation count after routing is 0, for reference.
- The routed design ends up with an antenna cell count of 0.
## cells in the final DEF (no fill, tap or decap), types with 2 or more instances in the layout
| master | n |
|---|---|
| sky130_fd_sc_hd__a21oi_1 | 5 |
| sky130_fd_sc_hd__o21ai_0 | 2 |
| sky130_fd_sc_hd__nor4_1 | 2 |
| sky130_fd_sc_hd__nand4_1 | 3 |
| sky130_fd_sc_hd__a31oi_1 | 2 |
| sky130_fd_sc_hd__clkdlybuf4s50_1 | 2 |
| sky130_fd_sc_hd__xnor2_1 | 4 |
| sky130_fd_sc_hd__dfrtp_1 | 15 |
| sky130_fd_sc_hd__ha_1 | 2 |
| sky130_fd_sc_hd__and3_1 | 3 |
| sky130_fd_sc_hd__nand2_1 | 3 |
| sky130_fd_sc_hd__xor2_1 | 5 |
| sky130_fd_sc_hd__nor2_1 | 3 |
| sky130_fd_sc_hd__nand3_1 | 5 |
| sky130_fd_sc_hd__inv_1 | 4 |
| sky130_fd_sc_hd__and4_1 | 4 |
| sky130_fd_sc_hd__clkbuf_8 | 3 |
## cell type report
class,instances,area (um^2),share of cell area (%)
Sequential cell,16,401.6,41.85
Multi-Input combinational cell,55,394.1,41.07
Tap cell,67,83.83,8.735
Clock buffer,4,45.04,4.694
Timing Repair Buffer,2,20.02,2.086
Inverter,4,15.01,1.565
## metrics by stage
step | worst slack [ns] | hold slack, ns
floorplan | 0.7601 | 0.2044
global placement | 0.6369 | 0.4616
detailed placement | 0.5977 | 0.4559
CTS | 0.5765 | 0.4751
global route | 0.4842 | 0.5044
finish | 0.5759 | 0.4724
## power by group through the flow
stage | sequential, mW | combinational (mW) | clock [mW]
finish | 0.259 | 0.00590 | 0.191
global route | 0.259 | 0.00702 | 0.210
CTS | 0.259 | 0.00643 | 0.197
## worst paths after layout
path / startpoint / to / slack, ns / cells after the start
max: CNT[4]$_DFF_PN0_ / CNT[1]$_DFF_PN0_ / 0.58 / 3
min: CLK1M$_DFFE_PN0N_ / CLK1M$_DFFE_PN0N_ / 0.47 / 1
max reg2reg: CNT[4]$_DFF_PN0_ / CNT[1]$_DFF_PN0_ / 0.58 / 3
min reg2reg: CLK1M$_DFFE_PN0N_ / CLK1M$_DFFE_PN0N_ / 0.47 / 1
max in group asynchronous: RSTN / CNT[1]$_DFF_PN0_ / 1.40 / 1
min in group asynchronous: RSTN / CNT[10]$_DFF_PN0_ / 0.67 / 1
## metal layers
| metal | global-route usage [%] | up-vias |
|---|---|---|
| met3 | 1.090 | 2 |
| met5 | 0 | - |
| li1 | - | 294 |
| met1 | 4.887 | 294 |
| met4 | 0.7958 | 0 |
| met2 | 5.448 | 9 |
## state kept, by name (all words and copies together), names as in the netlist
signal,flops
CNT,15
CLK1M,1
## logic make-up after synthesis
| logic type | synth area share [%] |
|---|---|
| fa+ha+maj | 3.072 |
| simple gates | 27.80 |
| compound gates | 7.834 |
| flops | 49.31 |
| xor+xnor | 9.677 |
| buf+inv | 2.303 |
## worst max-delay path: stages (launching register included)
cell                      delay (ns)
sky130_fd_sc_hd__dfrtp_1        0.42
sky130_fd_sc_hd__or4_4          0.56
sky130_fd_sc_hd__nor4_4         0.58
sky130_fd_sc_hd__and2b_1        0.25
Power and IR drop assume default switching activity.
